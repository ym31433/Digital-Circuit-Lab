==> flow/config.mk <==
export PLATFORM = sky130hd
export DESIGN_NAME = MA
export DESIGN_NICKNAME = MA
export VERILOG_FILES = /design/flow/design.v
export SDC_FILE = /design/flow/constraint.sdc
export NUM_CORES = 4
export LEC_CHECK = 1
export CORE_AREA = 10 10 396 396
export DIE_AREA = 0 0 406 406
==> flow/design.v <==
module pre_processing(M, N, clk, rst_n, start, S, ready);
input [255:0] M;
input [255:0] N;
input clk;
input rst_n; 
input start;
output [256:0] S;
output ready;
wire  [255:0] D; 
reg   [256:0] next_S;
wire  [7:0]   next_i;
reg   [256:0] S;
wire  ready;
reg   [7:0]   i;
assign D = (S<<1)-N;
assign next_i = (start == 1)? 0: (&i == 1)? 8'd255 : i+1;  
assign ready = (&i == 1)? 1: 0;
always@(*) begin
	if(ready == 1) next_S = S;
	else if(|i == 0) next_S = M;
	else if(D>0) next_S = D;  
	else next_S = S<<1;
end
always@(posedge clk or negedge rst_n) begin
	if(rst_n == 0) begin
		S <= 0;
		i <= 0;
	end
	else begin
		S <= next_S;
		i <= next_i;
	end
end
endmodule
module MA(A, B, N, clk, rst_n, start, V, ready);
input [255:0] A, B;
input [255:0] N;
input clk;
input rst_n; 
input start;
output [256:0] V;  
output ready;
reg   [256:0] next_V;
wire  [256:0] D;
wire  tmp;
reg   [7:0]   i;
reg   [256:0] V;
wire  [7:0]   next_i;
assign tmp = (V+A[i]*B+((V+A[i]*B)&257'd1)*N)>>1;
assign D = tmp-N;
assign next_i = (start == 1)? 0: (&i == 1)? 8'd255: i+1;  
assign ready = (&i == 1)? 1: 0;
always@(*) begin
	if(ready == 1) next_V = V;
	else if(|i == 0) next_V = 0;
	else if(D>0) next_V = D;
	else next_V = tmp;
end
always@(posedge clk or negedge rst_n) begin
	if(rst_n == 0) begin
		V = 0;
		i = 0;
	end
	else begin
		V = next_V;
		i = next_i;
	end
end
endmodule
==> flow/constraint.sdc <==
current_design MA

set clk_period 44.6
set clk_io_pct 0.2

create_clock -name clk0 -period $clk_period [get_ports {clk}]

set non_clock_inputs [all_inputs -no_clocks]
set_input_delay [expr $clk_period * $clk_io_pct] -clock clk0 $non_clock_inputs
set_output_delay [expr $clk_period * $clk_io_pct] -clock clk0 [all_outputs]
==> flow/run.sh <==
#!/bin/bash
# OpenROAD 26Q1-2900-gdf79404cd8, Yosys 0.63+post, stock flow scripts
make -C /OpenROAD-flow-scripts/flow DESIGN_CONFIG=/design/flow/config.mk WORK_HOME=/design/flow/orfs finish
==> results.txt <==
Entry: Yosys synthesis followed by OpenROAD place and route.

Status:
- The flow ran to the end, and the final reports show no timing, DRC or antenna violations.

Logic synthesis:
- The run puts the total cells reported by yosys after synthesis at roughly 1,900.
- Yosys mapped the design onto around 66 distinct sky130hd cell types.
- The run gives the synthesized chip area reported by yosys as 18,100 um^2.
- Per the synth stats, the flop cell with the highest instance count is dfrtp_1.
- Yosys attributes the largest share of cell area to dfrtp_1 37%, a22o_1 10%, xnor2_1 7.3%.
- The synthesis report lists the Yosys warning total as 1.
- Synthesis produced a netlist whose cell count is 1,891.
- The run gives the register area share after synthesis as 0.367.
- The run puts the number of register bits inferred by synthesis at about 270.
- The run gives the area fraction of the dominant cell type after synthesis as 0.367.
- The average instance in the mapped netlist occupies about 9.6 um^2.
- The run puts the post-synth tally of flip-flops with integrated enable at 0.
- The run gives the post-synthesis async set-or-reset flop share as 1.00.
- Per the synthesis report, the dominant area consumer among library cells is dfrtp_1.
- Looking at the gate-level netlist, the highest instance count belongs to dfrtp_1.
- Yosys reports that the most numerous cell types are 265 x dfrtp_1, 209 x a22o_1, 153 x nand2_1.
- Before any placement, the netlist area is recorded as 18,100 um^2.

STA:
- The run puts the worst slew margin relative to its limit at 0.382.
- The run gives the final setup TNS as 0 ns.
- The run gives the clock period minus worst slack as 17.45 ns.
- The run gives the share of the cycle needed by the critical path after routing as 0.391.
- The run gives the transition time at the pin with the least slew margin as 0.921 ns.
- Setup repair after global routing left no endpoint under its margin.
- The run puts the final-layout worst hold slack at about 0.48 ns.
- The run puts the final-report max-slew violation count at 0.
- The run puts the post-layout worst setup margin at approximately 27 ns.
- The run gives the clock tree skew after final layout as around 0.027 ns.
- The run gives the number of endpoints with negative hold slack in the final report as 0.
- The run puts the upper clock frequency limit at approximately 0.057 GHz.
- For this run, the final setup violation count is recorded as 0.

Setup path:
- The run gives the element type at the critical path start as an input port.
- The run gives the highest net fanout along the worst path as roughly 57.
- The run puts the worst endpoint data arrival time at roughly 18 ns.
- The worst setup path is of the input port to flop kind.
- STA classifies the critical path endpoint as a flop.
- The run puts the required time reported for the critical path endpoint at ~45 ns.

Floorplan:
- The run gives the total number of placement rows as 141.
- The run gives the top-level port count as slightly above 1,000.
- The die is roughly 400 um tall.
- The chip occupies 165,000 um^2.
- The run puts the die width at just over 400 um.
- The run puts the floorplan core area at around 150,000 um^2.
- The run puts the starting utilization of the core area at 0.122.

Route:
- The run puts the post-route antenna net violation count at 0.
- After detailed routing, the number of remaining DRC violations is 0.
- The run puts the final wirelength at 134,000 um.
- The violation tally recorded at the end of detailed-routing iteration 0 is between 1,500 and 2,000.
- After detailed routing, the number of vias per cell comes to around 4.3.
- In the final routed layout, each cell accounts on average for a little under 30 um.
- For this block, the via count after detailed routing is about 20,000.
- The run gives the count of TritonRoute iterations in the first routing pass as 6.

Job:
- The run puts the max capacitance violation total at 0.
- The run puts the number of warning messages in the logs at approximately 290.

Finish:
- The run puts the area growth from synthesis to final layout at 65.0%.
- The run puts the proportion of layout cells with a drive suffix above 1 at 0.0823.
- The run puts the final instance area at 29,800 um^2.
- The final report gives the core utilization as 0.202.
- The run puts the number of standard cells in the layout, taps in and fillers out at roughly 4,600.

Placed design:
- The run gives the final estimated routing congestion in global placement as roughly 0.95.
- STA on the placed design reports a worst setup slack of around 26 ns.
- The run puts the detailed placer's ending HPWL at between 100,000 and 150,000 um.
- The run puts the total placed cells including tap cells at 4,552.
- The run puts the cell area after placement at roughly 28,000 um^2.
- The count of buffers added on input and output ports is 774.

CTS:
- The run puts the clock tree buffer depth at 3.
- The run puts the total of hold buffers inserted after clock tree synthesis at 0.
- The H-tree was split into 2 levels.
- The run gives the post-cts repair resize count as 0.
- Looking at the clock tree report, the root buffer type is clkbuf_16.
- The run gives the setup fix buffers added after clock tree synthesis as 0.
- The run gives the register clock-pin slew on the reported worst setup and hold paths as approximately 0.060 ns.
- The run puts the count of clock tree sinks at 265.
- The run gives the TritonCTS buffer count as just over 40.
- The run gives the CTS tree as built.
- Per the skew report, the later register of the worst-skew pair sees a clock latency of approximately 0.60 ns.

Hold path:
- In this run the worst hold path is classified as flop to flop.

Power:
- The run gives the switching fraction of total power as 0.294.
- The power report puts the net switching power at about 250 uW.
- The run puts the sequential fraction of design power at 0.329.
- The run gives the leakage dissipation as about 10 nW.
- Internal power comes to around 600 uW.
- The run gives the logic gate share of total power as 0.264.
- The run puts the part of the power in the clock network at 0.407.
- The run gives the total power as roughly 860 uW.
- In this run the power density over the cells is between 20 and 30 nW/um^2.
- The run puts the peak ir drop on the vdd network at 0.0278 mV.

Global routing:
- The run puts the overall global routing resource usage at 0.158.
- The run gives the initial antenna violation count as 66.
- The run gives the via count of the first global-routing pass as 20,400.
- The total overflow left after global routing is 0.
- The run gives the maximum number of pins on one net before global-route repair as 125.
- The first global-routing pass estimated between 150,000 and 200,000 um of wire.
==> area by class of cell <==
cell class	count	area, um^2
diodes	11	27.5
multi-input cells	1505	11000
fillers	16200	118000
well taps	1930	2410
clock buffers	52	1130
inverters	15	63.8
clock inverters	22	295
flip-flops and latches	265	6640
repair buffers	837	8250
==> kinds of logic after synthesis <==
logic type | synth area share
compound gates | 0.158
flops | 0.367
xor+xnor | 0.121
fa+ha+maj | 0.00416
simple gates | 0.244
buf+inv | 0.0256
mux | 0.0803
==> state kept, by name (all words and copies together) (netlist names) <==
| signal | flops |
|---|---|
| i | 8 |
| V | 257 |
==> per-layer routing <==
layer / up-vias / global-route usage / share of wire
met1: 9845 / 0.198 / 0.39
met4: 94 / 0.0323 / 0.025
met2: 1097 / 0.243 / 0.44
li1: 8813 / - / -
met5: - / 0 / 0.0042
met3: 236 / 0.0841 / 0.13
==> worst max-delay path, stage by stage <==
cell	delay, ns
clkdlybuf4s50_1	0.46
mux4_2	0.55
inv_1	0.09
o21ai_0	0.12
o41ai_1	0.60
o2111ai_1	0.26
o41a_1	0.53
ha_1	0.23
xnor2_1	0.13
xnor2_1	0.39
xnor2_1	0.16
ha_1	0.24
inv_1	0.06
ha_1	0.21
nor4b_4	0.47
nand4_1	0.68
o21a_1	0.43
o221ai_1	0.18
nor4_1	0.08
buf_4	0.16
nand4_1	0.33
nor2_1	0.20
nor2_4	0.31
buf_4	0.62
buf_4	0.55
buf_4	0.59
a32o_1	0.26
==> cell usage in the layout (no fill, tap or decap), drive strengths merged, types with 6 or more instances in the layout <==
cell type and instances:
ha 6, nor2 125, nand3 52, or4 36, diode 11, and3 8
nand4 49, o21ai 45, a21oi 7, and2 11, nand2 153, xnor2 150
a22oi 21, buf 64, dfrtp 265, a22o 209, o31ai 15, mux2i 37
nor2b 8, a32o 9, clkinv 6, clkbuf 52, or3 67, clkdlybuf4s50 773
nor3 125, nand4b 15, nand2b 12, inv 21, or2 16, mux4 48
nor4 94, xor2 99, o41ai 6, nor4b 16, bufinv 6, and4 6
==> worst paths after layout <==
check | startpoint | end | slack, ns | cells past startpoint
worst max-delay path | A[248] | V[137] | 27.15 | 27
worst min-delay path | V[191] | V[191] | 0.48 | 2
worst max register to register | i[0] | V[137] | 34.54 | 27
worst min register to register | V[191] | V[191] | 0.48 | 2
max in group asynchronous | rst_n | V[73] | 34.43 | 3
min in group asynchronous | rst_n | V[188] | 8.32 | 1
==> power by group through the flow <==
stage         combinational (mW)  clock [mW]  sequential (mW)
finish                     0.226       0.349            0.282
CTS                        0.232       0.360            0.282
global route               0.242       0.369            0.285
Power and IR drop assume default switching activity.
