==> flow/design.v <==
module lcd(rst, clk, RS, RW, DB, E_r, data, ready);
	input rst, clk;      
	input [7:0] data;
	output RS, RW, E_r;
	output [7:0] DB;
	output ready;
	reg  RS, RW;
	reg  [7:0] DB;
	reg  E_r, E_w;
	reg  [3:0] state_r, state_w;
	reg  [5:0] step_r;
	wire [5:0] step_w;
	reg  [15:0] counter_r;
    wire [15:0] counter_w;
    reg  [1:0] count_r;     
    wire [1:0] count_w;
	parameter S_WAIT1 = 4'd0;
    parameter S_WAIT2 = 4'd1;
    parameter S_WAIT3 = 4'd2;
    parameter S_BF1   = 4'd3 ;
	parameter S_FNSET = 4'd4 ;
    parameter S_BF2   = 4'd5 ;
	parameter S_DPON  = 4'd6 ;
    parameter S_BF3   = 4'd7 ;
	parameter S_DPCLR = 4'd8 ;
    parameter S_BF4   = 4'd9 ;
	parameter S_EMSET = 4'd10;
    parameter S_BF5   = 4'd11;
	parameter S_WRITE = 4'd12;
	assign count_w = count_r + 2'd1;
	always@(*) begin
		state_w = state_r;
		case(state_r)
			S_WAIT1:
				if(counter_r == 16'd27030) state_w = S_WAIT2;
            S_WAIT2:
				if(counter_r == 16'd7390) state_w = S_WAIT3;
            S_WAIT3:
				if(counter_r == 16'd185) state_w = S_BF1;
            S_BF1:
                if(DB[7] == 0) state_w = S_FNSET;
			S_FNSET:
				state_w = S_BF2;
            S_BF2:
                if(DB[7] == 0) state_w = S_DPON;
			S_DPON:
				state_w = S_BF3;
            S_BF3:
                if(DB[7] == 0) state_w = S_DPCLR;
			S_DPCLR:
				state_w = S_BF4;
            S_BF4:
                if(DB[7] == 0) state_w = S_EMSET;
			S_EMSET:
				state_w = S_BF5;
            S_BF5:
                if(DB[7] == 0) state_w = S_WRITE;
			S_WRITE:
                state_w = S_WRITE;
		endcase
	end
	always@(*) begin
		E_w = 1'b0;
		if( (counter_r == 9'd0 || state_r == S_WRITE) && (count_r == 2'd0 || count_r == 2'd1) ) begin
			E_w = 1'b1;
		end
	end
	assign counter_w = (state_r != state_w)? 9'd0: (count_r == 2'd3)? counter_r + 9'd1: counter_r;
	assign step_w = ((state_r == S_BF5 && state_w == S_WRITE) || step_r == 6'd34)? 6'd0: (count_r == 2'd3)? step_r+6'd1: step_r;
	assign ready = (state_r == S_BF5 && state_w == S_WRITE)? 1'b1: 1'b0;
	always@(*) begin
		RS = 1'b0;
		RW = 1'b0;
		DB = 8'b0000_0000;
		case(state_r)
			S_WAIT1: begin
				RS = 1'b0;
				RW = 1'b0;
				DB = 8'b0011_0000;
			end
            S_WAIT2: begin
				RS = 1'b0;
				RW = 1'b0;
				DB = 8'b0011_0000;
			end
            S_WAIT3: begin
				RS = 1'b0;
				RW = 1'b0;
				DB = 8'b0011_0000;
			end
			S_FNSET: begin
				RS = 1'b0;
				RW = 1'b0;
				DB = 8'b0011_1000;
			end
			S_DPON: begin
				RS = 1'b0;
				RW = 1'b0;
				DB = 8'b0000_1100;
			end
			S_DPCLR: begin
				RS = 1'b0;
				RW = 1'b0;
				DB = 8'b0000_0001;
			end
			S_EMSET: begin
				RS = 1'b0;
				RW = 1'b0;
				DB = 8'b0000_0110;
			end
			S_WRITE: begin
				if(step_r == 6'd0) begin
					RS = 1'b0;
					RW = 1'b0;
					DB = 8'b1000_0000;
				end
				else if(step_r == 6'd17) begin
					RS = 1'b0;
					RW = 1'b0;
					DB = 8'b1100_0000;
				end
				else begin
					RS = 1'b1;
					RW = 1'b0;
					DB = data;
				end
			end
            default: begin    
                RS = 1'b0;
                RW = 1'b1;
            end
		endcase
	end
	always@(posedge clk, negedge rst) begin
		if(rst == 1'b0) begin
			counter_r <= 9'd0;
			state_r   <= S_WAIT1;
			step_r    <= 6'd0;
			count_r   <= 2'd0;
		end
		else begin
			counter_r <= counter_w;
			state_r   <= state_w;
			step_r    <= step_w;
			count_r   <= count_w;
		end
	end
endmodule
==> flow/run.sh <==
#!/bin/bash
# OpenROAD 26Q1-2900-gdf79404cd8, Yosys 0.63+post, stock flow scripts
make -C /OpenROAD-flow-scripts/flow DESIGN_CONFIG=/design/flow/config.mk WORK_HOME=/design/flow/orfs finish
==> flow/config.mk <==
export PLATFORM = sky130hd
export DESIGN_NAME = lcd
export DESIGN_NICKNAME = lcd
export VERILOG_FILES = /design/flow/design.v
export SDC_FILE = /design/flow/constraint.sdc
export NUM_CORES = 4
export LEC_CHECK = 1
export CORE_AREA = 10 10 106 106
export DIE_AREA = 0 0 116 116
==> flow/constraint.sdc <==
current_design lcd

set clk_period 5.8
set clk_io_pct 0.2

create_clock -name clk0 -period $clk_period [get_ports {clk}]

set non_clock_inputs [all_inputs -no_clocks]
set_input_delay [expr $clk_period * $clk_io_pct] -clock clk0 $non_clock_inputs
set_output_delay [expr $clk_period * $clk_io_pct] -clock clk0 [all_outputs]
==> impl_metrics.yaml <==
# physical design summary
die:
  ios: 22
  die_x_um: 116
  core-area_um2: 8850
  rows: 34
  die_h_um: 116
  die_area_um2: 13500
  fp_util_pct: 20.7
cts:
  ctsHoldBuffers: 0
  post-cts-setup-buffer-count: 0
  clk_path_buf_depth: 2
  cts_resized: 0
  clkTransAtPathRegs_ns: 0.10
  numCtsBuffers: 3
  h-tree-depth: 1
  cts_sinks: 28
  cts_tree: "done"
  cts_root_buffer: "clkbuf_8"
  clock.latency.late_pin_ns: 0.27
final_timing:
  slew-limit-headroom_pct: 43.4
  clock.fmax_ghz: 0.273
  setup_ws_ns: 2.13
  fin_crit_sh_pct: 63.2
  finalSetupViolCount: 0
  worst_hold_slack_ns: 0.435
  min_period_ns: 3.67
  finClkSkew_ns: 0.00357
  rsz0062_at_grt: "no"
  tns_ns: 0
  worst_slew_pin_slew_ns: 0.849
  slew_violations: 0
  final_hold_viol_count: 0
global_route:
  antenna_found_initial: 0
  grt_max_degree: 29
  grt_pass1_wl_um: 7020
  grt_usage_pct: 6.18
  grt_overflow: 0
  grt_pass1_vias: 1390
synthesis:
  synth_chip_area_um2: 1830
  synth_flops: 28
  yosysCellCount: 198
  ys_async_sr_fraction_pct: 100
  ys_sh_xor_pct: 7.65
  yosys.area_share.simple_pct: 29.1
  ys_sh_aoi_pct: 13.0
  ys_seq_share_pct: 38.3
  synthCells: 198
  top_cell_area_share_pct: 38.3
  ys_sh_adder_pct: 5.46
  yosysTopAreaCell: "dfrtp_1"
  synth.most_common_cell: "dfrtp_1"
  synth-edff-count: 0
  top_cells_by_count: "28 x dfrtp_1, 17 x nor2_1, 14 x nand2_1"
  synthMuxAreaShare_pct: 1.16
  synthesis.area_um2: 1830
  flop_cell: "dfrtp_1"
  avgSynthCellArea_um2: 9.25
  synth_cell_types: 53
  ys_warn_count: 2
  synth.area.top_cells: "dfrtp_1 38%, xor2_1 5.7%, ha_1 5.5%, nand4_1 3.8%, nor3_1 3.6%"
  logic_family: "simple AND/OR/NAND/NOR gates"
worst_setup_path:
  setup.worst_path.end_class: "output pin"
  worst_r2r_path_depth: 5
  path_class: "primary input to output pin"
  r2r_slack_ns: 3.63
  crit_fanout: 1
  start_kind: "primary input"
  rr_endpoint: "counter_r[15]"
  required_ns: 4.64
  r2r-start: "count_r[0]"
  cp_data_arrival_time_ns: 2.51
  crit_start: "data[2]"
placed_design:
  gp_congestion: 0.889
  io_buffers: 20
  dp_slack_ns: 2.13
  hpwl_um: 2800
run:
  warnings: 30
  cap_violations: 0
route:
  vias: 1478
  n_antenna_cell: 0
  drt_first_pass_iters: 4
  wire_per_inst_um: 12.4
  drt-initial-drc-count: 174
  finalWirelength_um: 3950
  drtAntennaViolNets: 0
  vias_per_cell: 4.63
  drc: 0
layout:
  drive_above_1_share_pct: 8.53
  area_growth_pct: 17.8
power:
  irDropWorstVdd_v: 0.0000718
  power.density_nw_per_um2: 152
  p_leak_nw: 0.836
  totalPowerFinal_mw: 0.328
outcome:
  status: "finished, final reports clean"
worst_hold_path:
  hold_path_class: "flop to flop"
  min_to: "count_r[0]"
  min_from: "count_r[0]"
  whs_path_depth: 1
[how the worst max path moves through the flow]
stage | depth (start not counted) | end | slack, ns
finish | 4 | DB[2] | 2.13
global route | 7 | DB[4] | 2.01
CTS | 4 | DB[2] | 2.13
[final cells by class]
| cell class | count | area [um^2] |
|---|---|---|
| clock buffers | 4 | 55.1 |
| fillers | 935 | 6690 |
| inverters | 6 | 22.5 |
| multi-input cells | 152 | 1040 |
| flip-flops and latches | 28 | 701 |
| well taps | 108 | 135 |
| repair buffers | 21 | 208 |
[layout by cell type, fill, tap and decap left out, types with 5 or more instances in the layout]
cell type        Yosys  routed
xor2_1              12      12
clkdlybuf4s50_1      0      20
inv_1                6       6
a21oi_1              5       5
nand4_1             11      11
nor3_1              13      13
nor2_1              17      17
ha_1                 8       8
o21ai_0              5       5
dfrtp_1             28      28
nand2b_1             5       5
nand3_1              7       7
nand2_1             14      14
[state kept, by name (all words and copies together) (netlist names)]
name and cells:
count_r 2, counter_r 16, state_r 4, step_r 6
[power breakdown]
part           switching, mW  total [mW]  internal (mW)
clock network         0.0612       0.122         0.0608
registers                  0       0.195          0.195
logic                0.00506      0.0113        0.00621
total                 0.0663       0.328          0.262
[metal layers]
layer / wire length [um] / share of wire (%) / track usage, % / vias to the layer above
li1: - / - / - / 745
met1: 1880 / 48 / 8.97 / 708
met2: 1940 / 49 / 9.90 / 23
met3: 113 / 2.9 / 0.942 / 2
met4: 24 / 0.61 / 0.584 / 0
met5: 0 / 0 / 0 / -
[kinds of logic (layout without fill, tap and decap cells)]
| group | Yosys count | after routing |
|---|---|---|
| AND/OR/NAND/NOR | 92 | 92 |
| AND-OR/OR-AND | 33 | 33 |
| flip-flops | 28 | 28 |
| buffers and inverters | 18 | 31 |
| XOR/XNOR | 16 | 16 |
| adder cells (fa/ha/maj) | 8 | 8 |
| multiplexers | 2 | 2 |
| other | 1 | 1 |
[stage by stage]
step / cells / area, um^2 / utilization (%)
floorplan: 198 / 1830 / -
global placement: 315 / 2100 / 23.8
detailed placement: 315 / 2100 / 23.8
CTS: 319 / 2160 / 24.4
global route: 319 / 2160 / 24.4
finish: 319 / 2160 / 24.4
[critical path: stages]
cell             delay [ns]
clkdlybuf4s50_1        0.45
nand4b_1               0.08
a311oi_1               0.29
clkdlybuf4s50_1        0.52
Power figures rest on the tool's default switching activity, not on a simulated workload.
